==> design.v <==
module async_ram_16x8 (
    input we_in,
    enable_in,
    input [3:0] addr_in,
    inout [7:0] data
);
  reg [7:0] mem[0:15];
  always @(data, we_in, enable_in, addr_in) if (we_in && !enable_in) mem[addr_in] = data;
  assign data = (enable_in && !we_in) ? mem[addr_in] : 8'hzz;
endmodule
==> run.sh <==
#!/bin/bash
# OpenROAD 26Q1-2900-gdf79404cd8, Yosys 0.63+post, stock flow scripts
make -C /OpenROAD-flow-scripts/flow DESIGN_CONFIG=/design/flow/config.mk WORK_HOME=/design/flow/orfs finish
==> config.mk <==
export PLATFORM = sky130hd
export DESIGN_NAME = async_ram_16x8
export DESIGN_NICKNAME = async_ram_16x8
export VERILOG_FILES = /design/flow/design.v
export SDC_FILE = /design/flow/constraint.sdc
export NUM_CORES = 4
export LEC_CHECK = 1
export CORE_UTILIZATION = 40
==> constraint.sdc <==
current_design async_ram_16x8

set clk_period 5.1
set clk_io_pct 0.2

create_clock -name clk0 -period $clk_period

set non_clock_inputs [all_inputs -no_clocks]
set_input_delay [expr $clk_period * $clk_io_pct] -clock clk0 $non_clock_inputs
set_output_delay [expr $clk_period * $clk_io_pct] -clock clk0 [all_outputs]
==> ci_impl_report.md <==
### Yosys + OpenROAD results

| Metric | Value |
|---|---|
| Run status | did not finish |
| Exit stage | 4_1_cts |
| Err | [error] [KeplerFormal.cpp:679] Workflow failed: Iso has multiple drivers: .data0, _348_.X0 |
| Yosys reg bits | 128 |
| Synth Flop Type | dlxtn_1 |
| Resized cells post-CTS | 0 |
| Count of unclocked register or latch pins | 128 |
| Port Buf Inserts | 6 |
| Post-synth EDFFs | 0 |
| Hold buffers post-CTS | 0 |
| Cells after Synth | 318 |
| Chip height | 94.5 um |
| Post-CTS Setup Inserts | 0 |
| Async set or reset register ratio after synthesis | 0 |
| Placed cell count | 416 |
| Placed cell areas | 3480 um2 |
| Endpoints left unconstrained | 128 |
| Starting Density | 0.414 |
| Yosys cell types | 50 |
| Dpl ws | 0.789 ns |
| GP Congestion | 0.942 |
| Yosys cell count | 318 |
| DP HPWL | 5450 um |
| Synth warn | 131 |
| Num rows | 33 |
| Mapped Area | 3420 um2 |
| Ports | 14 |
| Yosys chip area | 3420 um2 |
| Mean Syn Cell Area | 10.8 um2 |
| Die width | 94.5 um |
logic make-up after synthesis:
family	synth area share
AND/OR/NAND/NOR	0.143
AND-OR/OR-AND	0.157
multiplexers	0.0782
latches	0.561
buffers and inverters	0.0607
synthesized netlist by cell type (2+ instances only):
| cell type | n | area share |
|---|---|---|
| a221oi_1 | 6 | 0.015 |
| a22oi_1 | 23 | 0.050 |
| o22a_1 | 5 | 0.013 |
| nand2_1 | 19 | 0.021 |
| o2111ai_1 | 5 | 0.013 |
| a31oi_1 | 3 | 0.0055 |
| a22oi_2 | 2 | 0.0073 |
| and4bb_1 | 2 | 0.0073 |
| o21ai_0 | 6 | 0.0088 |
| nand3b_1 | 3 | 0.0066 |
| o32a_1 | 2 | 0.0059 |
| inv_1 | 2 | 0.0022 |
| nor3b_1 | 4 | 0.0088 |
| nand4_1 | 2 | 0.0037 |
| nor2_4 | 2 | 0.0066 |
| nand2b_1 | 8 | 0.015 |
| and3_1 | 5 | 0.0091 |
| buf_4 | 2 | 0.0044 |
| a221oi_2 | 4 | 0.018 |
| and3b_1 | 2 | 0.0051 |
| mux2i_1 | 2 | 0.0059 |
| nor2_1 | 3 | 0.0033 |
| a21oi_1 | 3 | 0.0044 |
| mux2_2 | 21 | 0.069 |
| buf_2 | 6 | 0.0088 |
| nand3_1 | 6 | 0.0088 |
| dlxtn_1 | 128 | 0.56 |
| buf_6 | 12 | 0.039 |
| nor3_1 | 9 | 0.013 |
