[design/flow/run.sh]
#!/bin/bash
# OpenROAD 26Q1-2900-gdf79404cd8, Yosys 0.63+post, stock flow scripts
make -C /OpenROAD-flow-scripts/flow DESIGN_CONFIG=/design/flow/config.mk WORK_HOME=/design/flow/orfs finish
[design/flow/config.mk]
export PLATFORM = sky130hd
export DESIGN_NAME = sync_dual_port_sram_16x8
export DESIGN_NICKNAME = sync_dual_port_sram_16x8
export VERILOG_FILES = /design/flow/design.v
export SDC_FILE = /design/flow/constraint.sdc
export NUM_CORES = 4
export LEC_CHECK = 1
export CORE_UTILIZATION = 50
[design/flow/constraint.sdc]
current_design sync_dual_port_sram_16x8

set clk_period 4.8
set clk_io_pct 0.2

create_clock -name clk0 -period $clk_period [get_ports {clk}]

set non_clock_inputs [all_inputs -no_clocks]
set_input_delay [expr $clk_period * $clk_io_pct] -clock clk0 $non_clock_inputs
set_output_delay [expr $clk_period * $clk_io_pct] -clock clk0 [all_outputs]
[design/flow/design.v]
module sync_dual_port_sram_16x8 (
    we,
    en,
    rst,
    clk,
    w_addr,
    r_addr,
    data_w,
    data_r
);
  input we, en, rst, clk;
  input [3:0] w_addr, r_addr;
  input [7:0] data_w;
  output reg [7:0] data_r;
  integer i;
  parameter width = 8, depth = 16;
  reg [(width-1):0] mem[0:(depth-1)];
  always @(posedge clk) begin
    if (rst) begin
      for (i = 0; i < 16; i = i + 1) begin
        mem[i] <= 8'd0;
      end
      data_r <= 0;
    end else if (we && ~en) begin
      mem[w_addr] <= data_w;
    end else if (~we && en) begin
      data_r <= mem[r_addr];
    end else begin
      mem[w_addr] <= mem[w_addr];
      data_r <= data_r;
    end
  end
endmodule
==> run_results.csv <==
group,metric,value,unit
die,std_cell_rows,40,
clock_network,cts_hold_buf,0,
hold_path,worstHoldPathCells,2,
global_routing,overflow,0,
route,drcViolationCount,0,
clock_network,postCtsSetupBuffers,0,
logic_synthesis,synth_flops,136,
logic_synthesis,yosysWarningCount,1,
critical_path,rr_worst_depth,3,
critical_path,crit_chain,"clkdlybuf4s50_1 -> buf_4 -> and4bb_1 -> nand2b_1 -> nor2_1 -> or2_1",
sta,fin_worst_skew,0.00559,ns
hold_path,hold_end,"data_r[3]$_SDFFE_PP0P_",
sta,relSlewSlack,44.0,%
run_status,status,"finished, final reports clean",
pwr,p_leak,2.60,nW
global_routing,grt_pass1_wl,21800,um
clock_network,ctsResizeCount,0,
die,die_area,0.0130,mm^2
route,wl,14500,um
logic_synthesis,synth.distinct_cells,24,
logic_synthesis,synth-edff-count,128,
die,io-pin-count,28,
placed_design,hpwl,9670,um
sta,hold_viol,0,
run,warnings,25,
pwr,pwr_density_cell,405,mW/mm^2
die,core_area,0.0121,mm^2
die,core_util_floorplan,51.6,%
sta,fin_crit,3.04,ns
clock_network,root_buffer,"clkbuf_16",
clock_network,clock_latency,0.41,ns
logic_synthesis,yosysCellCount,418,
critical_path,timing.rr.start,"mem[12][6]$_SDFFCE_PN0P_",
sta,rsz0062_at_grt,"false",
placed_design,place_congestion,0.895,
critical_path,timing.setup.critical_path_class,"input port to register",
route,ant_nets,0,
critical_path,critical_path_arrival,3.12,ns
clock_network,clk_path_buf_depth,2,
clock_network,cts_tree,"yes",
logic_synthesis,postSynthSeqShare,64.1,%
sta,tns,0,ns
sta,final.setup.worst_slack,1.76,ns
route,n_antenna_cell,0,
hold_path,worstHoldStart,"data_r[3]$_SDFFE_PP0P_",
critical_path,end_kind,"register",
clock_network,clock_sinks,136,
sta,fmax,329,MHz
critical_path,r2r_end,"data_r[6]$_SDFFE_PP0P_",
logic_synthesis,yosys_area,0.00625,mm^2
sta,setup_violations,0,
global_routing,grt_start_max_net_pins,26,
clock_network,clk_pin_slew_worst_paths,0.05,ns
critical_path,critPathMaxFanout,14,
sta,tightestPinTransition,0.837,ns
placed_design,port_buffers,27,
critical_path,worst_setup_path_start_kind,"input port",
route,drt_first_pass_iters,4,
die,die_y,114,um
global_routing,grt_pass1_vias,3681,
route,num_vias,3491,
sta,maxSlewViolCount,0,
clock_network,cts_buffers,17,
critical_path,r2r_setup_slack,3.45,ns
critical_path,cpPeakStageDelay,0.58,ns
logic_synthesis,synth-async-reset-ratio,0,%
route,avgRoutedWirePerCell,23.0,um
global_routing,antenna_found_initial,0,
die,die_width,114,um
critical_path,cp.required,4.88,ns
route,vias_per_cell,5.54,
global_routing,grt_usage,26.2,%
critical_path,critPathSlowestCell,"clkdlybuf4s50_1",
route,drt-initial-drc-count,159,
layout,syn2layout_area_growth,16.9,%
hold_path,worst_hold_path_type,"register to register",
placed_design,dp_slack,1.41,ns
layout,final_cells,630,
sta,fin_crit_sh,63.4,%
logic_synthesis,syn_inst,418,
run,cap_violations,0,
layout,drive_gt1_share,16.5,%
clock_network,h-tree-depth,4,
logic_synthesis,avgSynthCellArea,15.0,um^2
logic_synthesis,synth_area,0.00625,mm^2
logic_synthesis,flop_cell,"edfxtp_1",
pwr,power,2.96,mW
placed_design,dp_cells,598,
pwr,ir_drop,251,uV
## flip-flops by register name, indices dropped and copies added (netlist names)
name and count:
data_r 8, mem 128
## critical path: cells and delay by family
| kind | cells | cell delay (ns) |
|---|---|---|
| simple gates | 4 | 1.29 |
| buf+inv | 2 | 0.87 |
## layout make-up
type                    instances  area (um^2)
well taps                     168          210
flip-flops and latches        136         4000
clock buffers                  17          425
fillers                       906         4810
multi-input cells             258         2130
repair buffers                 35          325
clock inverters                15          208
inverters                       1         3.75
## routing by layer
| metal | track usage, % | vias to the layer above | wire (um) |
|---|---|---|---|
| met1 | 39.8 | 1680 | 5730 |
| li1 | - | 1608 | - |
| met4 | 3.81 | 0 | 261 |
| met3 | 16.0 | 21 | 1980 |
| met5 | 0 | - | 0 |
| met2 | 36.6 | 182 | 6520 |
## power breakdown
| part | switching, mW | internal (mW) |
|---|---|---|
| registers | 0.0280 | 1.36 |
| clock network | 0.465 | 0.913 |
| logic | 0.109 | 0.0817 |
| total | 0.602 | 2.36 |
## cells by family (layout without fill, tap and decap cells)
group	after synthesis	after routing	share of synthesized area (%)
DFF	136	136	64.1
AOI/OAI and AO/OA	25	25	3.64
muxes	49	49	12.5
buffers and inverters	24	68	1.88
and+or+nand+nor	184	184	18.0
## layout by cell type (no fill, tap or decap), types with 9 or more instances in the layout
cell             instances
nor2_1                  13
or2_1                   16
clkbuf_16               17
mux2i_1                 26
edfxtp_1               128
clkdlybuf4s50_1         26
mux4_2                  23
o211ai_1                 9
nand2_1                 13
and2_1                 129
## cells in the mapped netlist, types with 7 or more instances
library cell | n | area (um^2)
buf_2 | 7 | 35.0
nor2_1 | 13 | 48.8
or2_1 | 16 | 100
and2_1 | 129 | 807
mux2i_1 | 26 | 260
a221oi_2 | 8 | 120
dfxtp_1 | 8 | 160
clkbuf_1 | 12 | 45.0
mux4_2 | 23 | 518
nand2_1 | 13 | 48.8
edfxtp_1 | 128 | 3840
o211ai_1 | 9 | 67.6
o21ai_1 | 7 | 35.0
## how the worst max path moves through the flow
stage	cells after the start	startpoint	endpoint	slack (ns)
global route	6	rst	mem[9][0]$_SDFFCE_PN0P_	1.60
finish	6	rst	mem[5][6]$_SDFFCE_PN0P_	1.76
CTS	6	rst	mem[5][1]$_SDFFCE_PN0P_	1.78
## metrics by stage
stage / hold slack (ns) / area, um^2 / utilization [%]
CTS: 0.497 / 7300 / 60.3
global route: 0.520 / 7300 / 60.3
floorplan: 0.429 / 6250 / -
global placement: 0.491 / 6670 / 55.1
finish: 0.490 / 7300 / 60.3
detailed placement: 0.484 / 6670 / 55.1
Power and IR drop assume default switching activity.
