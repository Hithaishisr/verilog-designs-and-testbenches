===== flow/constraint.sdc =====
current_design dual_port_async_ram_8x16

set clk_period 3.7
set clk_io_pct 0.2

create_clock -name clk0 -period $clk_period [get_ports {clk_r}]
create_clock -name clk1 -period $clk_period [get_ports {clk_w}]

set non_clock_inputs [all_inputs -no_clocks]
set_input_delay [expr $clk_period * $clk_io_pct] -clock clk0 $non_clock_inputs
set_output_delay [expr $clk_period * $clk_io_pct] -clock clk0 [all_outputs]

===== flow/design.v =====
module dual_port_async_ram_8x16 (
    we,
    en,
    rst,
    clk_w,
    clk_r,
    addr_w,
    addr_r,
    data_w,
    data_r
);
  input we, en, rst, clk_w, clk_r;
  input [2:0] addr_w, addr_r;
  input [15:0] data_w;
  output reg [15:0] data_r;
  integer i;
  reg [15:0] mem[0:7];
  always @(posedge clk_w) begin
    if (rst) begin
      for (i = 0; i < 8; i = i + 1) begin
        mem[i] <= 16'd0;
      end
    end else if (we && ~en) mem[addr_w] <= data_w;
    else mem[addr_w] <= mem[addr_w];
  end
  always @(posedge clk_r) begin
    if (rst) data_r <= 0;
    else if (~we && en) data_r <= mem[addr_r];
    else data_r <= data_r;
  end
endmodule

===== flow/config.mk =====
export PLATFORM = sky130hd
export DESIGN_NAME = dual_port_async_ram_8x16
export DESIGN_NICKNAME = dual_port_async_ram_8x16
export VERILOG_FILES = /design/flow/design.v
export SDC_FILE = /design/flow/constraint.sdc
export NUM_CORES = 4
export LEC_CHECK = 1
export CORE_UTILIZATION = 30

===== flow/run.sh =====
#!/bin/bash
# OpenROAD 26Q1-2900-gdf79404cd8, Yosys 0.63+post, stock flow scripts
make -C /OpenROAD-flow-scripts/flow DESIGN_CONFIG=/design/flow/config.mk WORK_HOME=/design/flow/orfs finish

==> flow_metrics.tcl <==
# flow metrics
set metrics [dict create \
    grt_overflow 0 \
    r2r_start "mem[4][6]" \
    p_sw_w 0.000856 \
    post_cts_resized 0 \
    io_pins 43 \
    pwr-share-comb_pct 7.2 \
    hold_start "data_r[15]" \
    yosysSeqAreaShare_pct 63.5 \
    drive_above_1_share_pct 14.6 \
    drt_iter0_drc 189 \
    ant_nets 0 \
    place.detailed.hpwl_microns 9310 \
    p_sw_share_pct 21.5 \
    grt_max_degree 37 \
    synth.avg_cell_area_sq_um 13.9 \
    fin_skew_ns 0 \
    antenna_found_initial 0 \
    postSynthCellCount 472 \
    area_growth_pct 19.9 \
    ir_worst_vdd_v 0.000319 \
    drc 0 \
    hold_end "data_r[15]" \
    critPathMaxStageDelay_ns 0.55 \
    fp_util_pct 30.9 \
    rrSetupSlack_ns 2.40 \
    grt-busiest-layer "met2" \
    worst-slew-pin-transition_ns 0.852 \
    track_usage_pct 14.6 \
    r2r_cells 4 \
    fin_tns_setup_ns 0 \
    hp-class "reg2reg" \
    power.internal_w 0.00313 \
    drt-total-wl_microns 14800 \
    num_antenna_cells 0 \
    clkPwrFrac_pct 45.3 \
    core_area_sq_mm 0.0212 \
    yosysChipArea_sq_mm 0.00655 \
    wl_per_cell_microns 18.2 \
    grt_util_met3_pct 7.64 \
    cts_hold_buffers 0 \
    hold_depth 2 \
    fp.dieH_microns 150 \
    critical_path_peak_fanout 17 \
    fp-row-count 53 \
    utilization_pct 37.0 \
    pwr-share-seq_pct 47.5 \
    fp.dieW_microns 150 \
    worstSetupEndpointType "register" \
    maxCapViolations 0 \
    worstPathCellList "clkdlybuf4s50_1 > nor2_4 > nand3b_4 > nor2_2 > or2_2" \
    holdWs_ns 0.505 \
    fin_area_sq_mm 0.00785 \
    die_area_sq_mm 0.0224 \
    finalHoldViolCount 0 \
    met2_usage_pct 22.2 \
    outcome "complete, no violations" \
    r2r-end "data_r[6]" \
    portBuffers 41 \
    warnings 26 \
    cts_sinks 144 \
    finalSetupViolations 0 \
    num-fill-cells 1982 \
    pwr_density_cell_mw_per_mm2 507 \
    cp-start-kind "input port" \
    rsz0062_at_grt "no" \
    final-max-slew-violation-count 0 \
    cts_tree "done" \
    ys.flops 144 \
    drt_pass1_iterations 4 \
    yosysWarnings 1 \
    gp_congestion 0.812 \
    grtUsageMet1_pct 19.7 \
    relSlewSlack_pct 43.2 \
    crit_slowest_cell "nor2_2" \
    synth_area_sq_mm 0.00655 \
    synth.distinct_cells 24 \
    post_cts_buffers 0 \
    p_leak_nw 2.85 \
    grt_first_pass_wirelength_microns 22600 \
    critPathKind "in2reg" \
    vias 3759 \
    cp.arrival_ns 2.60 \
    grt_pass1_vias 3927 \
    synth_stat.cells 472 \
    place_area_sq_mm 0.00721 \
    viasPerCell 4.65 \
    cts.clk_slew.worst_paths_ns 0.06 \
    cp.required_ns 3.76 \
]
## Yosys cell counts
library cell | n | share of area, %
clkbuf_1 | 3 | 0.17
dfxtp_1 | 16 | 4.9
buf_2 | 12 | 0.92
nor3_2 | 14 | 2.1
nor2b_1 | 3 | 0.29
a22oi_1 | 32 | 3.7
nor3_1 | 2 | 0.15
nand2_1 | 1 | 0.057
or2_2 | 8 | 0.76
nor2_1 | 17 | 0.97
nor3_4 | 2 | 0.50
buf_4 | 1 | 0.11
nand3_4 | 1 | 0.27
a21oi_1 | 16 | 1.2
nor2_2 | 5 | 0.48
buf_12 | 1 | 0.31
and2_1 | 129 | 12
nand3b_4 | 1 | 0.31
clkbuf_2 | 5 | 0.38
buf_6 | 6 | 1.0
nand2b_1 | 3 | 0.29
mux2i_1 | 64 | 9.8
nor2_4 | 2 | 0.34
edfxtp_1 | 128 | 59
## registers in the layout, summed over array words and instances, names as in the netlist
signal and flops:
mem 128, data_r 16
## area by class of cell
cell class / count / area (sq um) / area share, %
Sequential cell: 144 / 4160 / 53.0
Multi-Input combinational cell: 300 / 2200 / 28.0
Clock buffer: 23 / 522 / 6.64
Timing Repair Buffer: 54 / 505 / 6.44
Tap cell: 275 / 344 / 4.38
Clock inverter: 13 / 121 / 1.55
## how the worst max path moves through the flow
stage	end	from	cells past startpoint
after global routing	mem[4][5]	en	5
final	mem[4][4]	en	5
after CTS	mem[4][5]	addr_w[0]	4
## power by group through the flow
stage	Sequential, W	Clock (W)	Combinational, W
4_1_cts	0.00189	0.00183	0.000290
5_1_grt	0.00190	0.00191	0.000312
6_report	0.00189	0.00180	0.000286
## kinds of logic after synthesis
| group | Yosys count | synth area share, % |
|---|---|---|
| AND-OR/OR-AND | 48 | 4.89 |
| buffers and inverters | 28 | 2.92 |
| flip-flops | 144 | 63.5 |
| multiplexers | 64 | 9.78 |
| AND/OR/NAND/NOR | 188 | 18.9 |
## worst max-delay path, delay by kind of cell
kind | cells | cell delay [ns]
buf+inv | 1 | 0.47
simple gates | 4 | 1.38
## placed cells by master (no fill, tap or decap), types with 8 or more instances in the layout
cell type and n:
or2_2 8, clkbuf_16 20, nor2_1 17, edfxtp_1 128, nor3_2 14, a21oi_1 16, clkdlybuf4s50_1 40, and2_1 129
mux2i_1 64, a22oi_1 32, buf_4 14, dfxtp_1 16
## routing by layer
layer	routed length, microns	vias to the layer above
met5	0	-
met4	224	0
met3	1410	18
met2	6850	140
met1	6280	1795
li1	-	1806
## through the flow
stage / std cells / total power [W] / setup WS, ns
after floorplan: 472 / 0.00208 / 1.85
after global placement: 773 / 0.00221 / 0.777
after detailed placement: 773 / 0.00222 / 0.741
after CTS: 809 / 0.00402 / 1.18
after global routing: 809 / 0.00412 / 1.04
final: 809 / 0.00398 / 1.15
Power figures rest on the tool's default switching activity, not on a simulated workload.
